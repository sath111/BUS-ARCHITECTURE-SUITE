[design/flow/design.v]
module FSM_d_masterv1 #(
    parameter band_width = 3
)
(
    input clk, rst_n,
    input i_empty_FIFO_request,
    output reg o_pop_FIFO_request,
    input [36:0] i_read_request,
    output reg o_ren,
    output reg [31:0] o_read_address,
    input s_d_ready,
    output reg s_d_valid,
    output reg [36:0] o_header
);
localparam IDLE = 0,
           READ_BURST = 1;
reg state, next_state;
reg [36:0] reg_read_request;
always @(posedge clk or negedge rst_n) begin
    if(!rst_n) begin
        reg_read_request <= 0;
        o_pop_FIFO_request <= 1'b0;
    end
    else begin
        if(i_empty_FIFO_request && state == IDLE) begin
            reg_read_request <= i_read_request;
            o_pop_FIFO_request <= 1'b1;
        end
        else begin
            o_pop_FIFO_request <= 1'b0;
        end
    end
end
wire [2:0] opcode;
wire [2:0] size;
wire [3:0] mark;
wire [26:0] address;
assign opcode = reg_read_request[36:34];
assign size = reg_read_request[33:31];
assign mark = reg_read_request[30:27];
assign address = reg_read_request[26:0];
wire [3:0] beat;
wire [3:0] cnt_read_burst;
assign beat = ({1'b0, size}) - ({1'b0, band_width});
assign cnt_read_burst = (beat >= 0) ? ((1 << beat)) : 1;
reg [3:0] cnt;
always @(*) begin
    case(state)
        IDLE: next_state = (i_empty_FIFO_request) ? READ_BURST : IDLE;
        READ_BURST: next_state = (opcode == 0 || cnt == cnt_read_burst) ? IDLE : READ_BURST;
    endcase
end
always @(posedge clk or negedge rst_n) begin
    if(!rst_n) begin
        state <= IDLE;
    end
    else begin
        state <= next_state;
    end
end
reg [5:0] offset;
always @(posedge clk or negedge rst_n) begin
    if(!rst_n) begin
        cnt <= 0;
    end
    else begin
        if(state == READ_BURST && opcode == 1 && s_d_ready && cnt != cnt_read_burst) begin
            cnt <= cnt + 1;
        end
        else if(cnt == cnt_read_burst || state == IDLE) begin
            cnt <= 0;
        end
    end
end
always @(*) begin
    offset = cnt << 3;
end
always @(*) begin
    if(state == READ_BURST && opcode == 1 && cnt != cnt_read_burst && s_d_ready) begin
        o_ren <= 1'b1;
        o_read_address <= {address, offset};
    end
    else begin
        o_ren <= 1'b0;
        o_read_address <= 32'd0; 
    end
end
always @(posedge clk or negedge rst_n) begin
    if(!rst_n) begin
        s_d_valid <= 0;
    end
    else begin
        if((state == READ_BURST) && s_d_ready && cnt != cnt_read_burst) begin
            s_d_valid <= 1;
        end
        else begin
            s_d_valid <= 0;
        end
    end
end
always @(posedge clk or negedge rst_n) begin
    if(!rst_n) begin
        o_header <= 0;
    end
    else begin
        if((opcode == 0 || opcode == 1) && s_d_ready ) begin
            o_header =  {opcode, size, mark, address};
        end
    end
end
endmodule
[design/flow/run.sh]
#!/bin/bash
# OpenROAD 26Q1-2900-gdf79404cd8, Yosys 0.63+post, stock flow scripts
make -C /OpenROAD-flow-scripts/flow DESIGN_CONFIG=/design/flow/config.mk WORK_HOME=/design/flow/orfs finish
[design/flow/config.mk]
export PLATFORM = sky130hd
export DESIGN_NAME = FSM_d_masterv1
export DESIGN_NICKNAME = FSM_d_masterv1
export VERILOG_FILES = /design/flow/design.v
export SDC_FILE = /design/flow/constraint.sdc
export NUM_CORES = 4
export LEC_CHECK = 1
export CORE_UTILIZATION = 40
[design/flow/constraint.sdc]
current_design FSM_d_masterv1

set clk_period 14.8
set clk_io_pct 0.2

create_clock -name clk0 -period $clk_period [get_ports {clk}]

set non_clock_inputs [all_inputs -no_clocks]
set_input_delay [expr $clk_period * $clk_io_pct] -clock clk0 $non_clock_inputs
set_output_delay [expr $clk_period * $clk_io_pct] -clock clk0 [all_outputs]
==> reports/results.ini <==
[run_status]
status=completed

[clock_network]
clk_pin_slew_ps=80
post_cts_resized=0
cts_hold_buf=0
cts.path.max_buffers=2
htree_levels=3
cts_tree=yes
cts_buffers=9
cts_num_sinks=81
cts_setup_buffers=0
clk_latency_ps=340
root_buffer=clkbuf_8

[routing]
via_per_inst=5.063
routedWlPerCell_um=16.00
vias=2496
drc=0
first_iter_violations=71
drt-pass1-iter-count=22
ant_nets=0
antennaDiodeCount=0
routed_wirelength_um=7888

[global_routing]
grt_max_degree=54
track_usage=0.1814
antenna_found_initial=0
grt_pass1_vias=2659
grt_overflow=0
grt_pass1_wl_um=13570

[sta]
tightest_slew_ps=781.2
relSlewSlack=0.4766
fmax_mhz=123.1
hold_viol_final=0
final.min_clock_period_ps=8121
rsz0062_at_grt=false
finalCritPeriodShare=0.5487
clock_skew_ps=10.79
setup_viol_count_final=0
drv_slew=0
tns_ps=0
postLayoutSetupSlackWorst_ps=6679

[floorplanning]
ios=113
initial_core_util=0.4191
fp-row-count=34
core-area_um2=8848
die_area_um2=9661
fp.dieW_um=98.29
die.size.y_um=98.29

[critical_path]
reg2reg_to=state
crit_arrival_ps=5160
rrSetupSlack_ps=12430
critPathKind=primary input to primary output
r2r_start=reg_read_request[31]
reg2regPathDepth=6
cp_slowest_cell=nor4bb_4
crit_chain=clkdlybuf4s50_1, nor4bb_4, buf_4, nand3_1, a21oi_2, clkdlybuf4s50_1
critical_path.max_fanout=24
cp-end-kind=primary output
cp_common_cell=clkdlybuf4s50_1
crit_family=buffers and inverters
crit_path_start_kind=primary input
crit_required_ps=11840
cpPeakStageDelay_ps=520
path_buffers=3

[place]
gp_congestion=0.7659
place_worst_setup_slack_ps=6708
dp.cells=477
portBuffers=109
dp_hpwl_um=5158

[min_path]
hold_path_startpoint=reg_read_request[30]
hp-class=flip-flop to flip-flop
min_path_cells=1
min_delay_worst_endpoint=o_header[30]

[synthesis]
synthCells=276
syn_avg_cell_area_um2=13.44
top_area_cell=dfrtp_1
synth_top_area_share=0.5466
synthTopCellsByArea=dfrtp_1 55%, mux2_2 22%, a21oi_2 7.3%
ys_cells=276
synth_flops=81
synth_warnings=1
yosys.cell_types.count=30
synthesis.area_um2=3709
ys_chip_area_um2=3709
synth_seq_share=0.5466

[pwr]
total_power_w=0.0009425
max-vdd-ir-drop_mv=0.09756
p_leak_nw=1.957
pwr_density_cell_nw_per_um2=185.5

[layout]
post_route_cells_drive_above_1_share=0.3455
syn_to_final_growth_pct=37.01
final_cells=493

[run]
cap_violations=0
tool_warnings=26

==> power by group <==
group / switching (W) / internal, W / leakage [nW]
logic: 0.000156 / 0.000223 / 0.883
clock network: 0.0000803 / 0.0000880 / 0.106
registers: 0.0000716 / 0.000324 / 0.968
==> Yosys cell counts, drive strengths merged <==
cell type	number
xnor2	2
conb	1
ha	3
and3b	1
a211oi	5
a21oi	33
or3	1
a21o	1
nand3	30
inv	1
dfrtp	81
o22a	1
nand2b	1
nor4bb	1
nand2	4
buf	18
nor3b	2
xor2	3
nor4	1
mux2	72
nand3b	1
mux2i	1
nor2b	3
a31oi	1
clkbuf	7
nand4	1
==> state kept, by name (all words and copies together) (netlist names) <==
register and count:
state 1, s_d_valid 1, cnt 4, reg_read_request 37
o_header 37, o_pop_FIFO_request 1
==> how the worst max path moves through the flow <==
stage | end | startpoint | cells after the start | slack (ps)
6_report | o_read_address[7] | s_d_ready | 6 | 6680
5_1_grt | o_read_address[6] | s_d_ready | 6 | 6520
4_1_cts | o_read_address[7] | s_d_ready | 6 | 6660
==> routing by layer <==
layer / global-route usage / wire length (um) / vias to the layer above
met5: 0 / 0 / -
met2: 0.2746 / 3593 / 73
li1: - / - / 1202
met1: 0.2885 / 3770 / 1215
met4: 0.01722 / 60 / 0
met3: 0.04433 / 464 / 6
==> layout make-up <==
cell class,count,area [um2]
Multi-Input combinational cell,171,1559
Timing Repair Buffer,116,1141
Tap cell,108,135.1
Clock buffer,11,151.4
Clock inverter,5,63.81
Fill cell,747,3767
Sequential cell,81,2027
Inverter,1,3.754
==> per-stage QoR <==
step | cell area (um2) | hold WS, ps | utilization
detailed placement | 4866 | 488.9 | 0.5499
finish | 5081 | 503.7 | 0.5742
floorplan | 3716 | 438.5 | -
CTS | 5081 | 509.9 | 0.5742
global route | 5081 | 522.8 | 0.5742
global placement | 4866 | 483.5 | 0.5499
==> logic make-up (layout without fill, tap and decap cells) <==
family | count (synthesis) | count (layout) | share of synthesized area
AND-OR/OR-AND | 41 | 41 | 0.09548
XOR/XNOR | 5 | 5 | 0.01181
adder cells (fa/ha/maj) | 3 | 3 | 0.01012
buffers and inverters | 26 | 133 | 0.04453
flip-flops | 81 | 81 | 0.5466
multiplexers | 73 | 73 | 0.2213
other | 1 | 3 | 0.001011
AND/OR/NAND/NOR | 46 | 46 | 0.06916
==> worst register-to-register path, delay by kind of cell (launching register included) <==
kind	cells	cell delay (ps)
flip-flops	1	470
adder cells (fa/ha/maj)	1	230
buffers and inverters	1	500
XOR/XNOR	1	610
AND-OR/OR-AND	2	230
AND/OR/NAND/NOR	1	190
==> cells in the final DEF (no fill, tap or decap), types with 2 or more instances in the layout <==
cell type / netlist / routed
clkbuf_8: 0 / 11
clkinv_4: 0 / 3
nand3_1: 30 / 30
a21oi_1: 2 / 2
xor2_1: 3 / 3
nand2_1: 4 / 4
a21oi_2: 31 / 31
nor2b_1: 3 / 2
ha_1: 3 / 3
a211oi_1: 4 / 4
buf_4: 3 / 8
dfrtp_1: 81 / 81
mux2_2: 72 / 72
clkdlybuf4s50_1: 0 / 108
conb_1: 1 / 3
Power figures rest on the tool's default switching activity, not on a simulated workload.
