`./run.sh`:
```
#!/bin/bash
# OpenROAD 26Q1-2900-gdf79404cd8, Yosys 0.63+post, stock flow scripts
make -C /OpenROAD-flow-scripts/flow DESIGN_CONFIG=/design/flow/config.mk WORK_HOME=/design/flow/orfs finish
```
`./config.mk`:
```
export PLATFORM = sky130hd
export DESIGN_NAME = FSM_a_slavev1
export DESIGN_NICKNAME = FSM_a_slavev1
export VERILOG_FILES = /design/flow/design.v
export SDC_FILE = /design/flow/constraint.sdc
export NUM_CORES = 4
export LEC_CHECK = 1
export CORE_AREA = 10 10 151 151
export DIE_AREA = 0 0 161 161
```
`./constraint.sdc`:
```
current_design FSM_a_slavev1

set clk_period 12.6
set clk_io_pct 0.2

create_clock -name clk0 -period $clk_period [get_ports {clk}]

set non_clock_inputs [all_inputs -no_clocks]
set_input_delay [expr $clk_period * $clk_io_pct] -clock clk0 $non_clock_inputs
set_output_delay [expr $clk_period * $clk_io_pct] -clock clk0 [all_outputs]
```
`./design.v`:
```
module FSM_a_slavev1 #(
    parameter [2:0] band_width = 3
)
(
    input clk, rst_n,
    input m_a_valid,
    output reg m_a_ready,
    input [100:0] i_header,
    output reg o_wen,
    output reg [95:0] o_packet,  
    output reg [36:0] o_read_request,
    output reg o_push_request,
    input i_full_FIFO_request
);
wire [2:0] opcode;
wire [2:0] size;
wire [3:0] mark; 
wire [26:0] address;
wire [63:0] data;
assign opcode = i_header[100:98];
assign size = i_header[97:95];
assign mark = i_header[94:91];
assign address = i_header[90:64];
assign data = i_header[63:0];
wire [3:0] beat;
wire [3:0] cnt_push_burst;
assign beat = ({1'b0, size}) - ({1'b0, band_width});
assign cnt_push_burst = (beat >= 0) ? ((1 << beat)) : 3'd1;
reg [3:0] cnt;
reg [5:0] offset;
always @(posedge clk or negedge rst_n) begin
    if(!rst_n) begin
        cnt <= 1;
    end
    else begin
        if(m_a_valid) begin
            cnt <= cnt + 1;
            if(cnt == cnt_push_burst) begin
                cnt <= 0;
            end
        end
    end
end
always @(*) begin
    offset = (cnt - 1) << 3;
end
always @(*) begin
    m_a_ready = 0;
    if(m_a_valid) begin
        m_a_ready = 1;
    end
end
always @(*) begin
    o_wen = 1'b0;
    o_packet = 96'd0;
    if(m_a_valid && opcode == 0) begin
        o_wen = 1'b1;
        o_packet = {address, offset, data};
    end
end
always @(posedge clk or negedge rst_n) begin
    if(!rst_n) begin
        o_read_request <= 37'd0;
        o_push_request <= 0;
    end
    else begin
        if(opcode == 4 && i_full_FIFO_request) begin
            o_read_request <= {3'b001, size, mark, address};
            o_push_request <= 1'd1;
        end
        else if(opcode == 0 && cnt == cnt_push_burst && cnt != 0 && i_full_FIFO_request) begin
            o_read_request <= {3'd0, size, mark, address};
            o_push_request <= 1'd1;
        end
        else begin
            o_read_request <= 37'd0;
            o_push_request <= 1'd0;
        end
    end
end
endmodule
```
==> CHANGELOG.md <==
### Changed

- Fmax: between 0.1 and 0.15 GHz
- Run status: complete, no violations
- Core box area: 0.01953 mm2
- WL per Instance: 16.08 um
- Max-slew violation count: 0
- Rows: slightly above 50
- Total power: 459.4 uW
- Crit end category: output port
- DP Wirelength: 10,320 um
- Synth warn: 1
- Area delta synth->final: 107.9%
- Top cells, area: dfrtp_1 38%, and2_1 16%, a211oi_2 14%
- Hold Crit Endpoint: cnt[0]
- CP Launch Type: primary input
- Ports: 241
- Synth Instances: 280
- Number of placed cells counting well taps: between 700 and 800
- DR pass1 iterations: 4
- Chip Area: 0.02592 mm2
- Fraction of layout cells with a size suffix above 1: about a tenth
- Number of global-route vias before repair: ~3,000
- Worst-path fanout max: 65
- Die Ht: 161 um
- Registers, synthesis: 40
- Reg-to-reg critical path startpoint: cnt[0]
- Hold Buf Count CTS: 0
- Tool Warnings: 27
- Late-Pin Clk Latency: 0.28 ns
- Initial antenna violation count: 0
- CTS Buf Count: 5
- Grt ovf: 0
- Setup TNS: 0 ns
- Placer Congestion: 0.7413
- Least-Margin Pin Slew: 0.5481 ns
- Port-buffer cells: 235
- Leak pwr: around 2.2 nW
- DRT antenna net count: 0
- Diodes inserted: 0
- Number of vias per cell: 3.568
- CP Data Required Time: approximately 10 ns
- RR Endpoint: o_read_request[20]
- Final period util: 56.27%
- Crit path kind: primary input to output port
- Final setup vio count: 0
- Total wire length: between 10,000 and 15,000 um
- Hold path start: cnt[0]
- Most common cell in the netlist: and2_1
- Tot GR Track Use: 9.135%
- Reg clk slew, reported paths: 0.06 ns
- Worst reg-to-reg path cell count: 6
- # Cells Yosys: 280
- MaxCap Viol Count: 0
- Detailed router's first-iteration violation count: 54
- Top cell area share: 37.88%
- Clock skew: 0.003678 ns
- Yosys chip area: 0.002576 mm2
- First-pass GRT wire length: 18,600 um
- Via Count: 2,740
- Synth Seq Share: 38.90%
- Avg Inst Size Synth: 9.201 um2
- Rel. slew slack: 63.46%
- Hold WS: 0.5546 ns
- Die W: 161 um
- RSZ-0062 raised after global routing: no
- Post-synth EDFFs: 0
- Clock tree buffer depth: 2
- Peak supply drop: 0.00006766 V
- CP arrival: 4.57 ns
- Post-synth top cells: 64 x and2_1, 39 x dfrtp_1, 39 x inv_1
- FP Core Util: 13.19%
- Clock Tree Root: clkbuf_16
- Min Tclk post-route: 7.090 ns
- # clock sinks: 40
- Hold Fails Final Rpt: 0
- Post-CTS sizing: 0
- Largest net degree at the start of global routing: between 60 and 70
- Ys flop type: dfrtp_1
- Synth area leader: dfrtp_1
- Post-Layout Cell Count: ~770
- FILL cells: 2,099
- Async SR Flop Fraction: 100.0%
- Postcts setup bufs: 0
- R2R setup slack: 10.33 ns
- CTS tree: done
- Min-Delay Path Class: flop to flop
- P per Cell Area: 85.76 mW/mm2
- Remaining DRCs: 0
- Cell Area, Synth: 0.002576 mm2
- Distinct lib cells used: 37
- CTS H-tree depth: 2
- WHS Path Cells: 2
power breakdown:
part / leakage [nW] / switching (mW) / internal (mW)
sequential: 0.544 / 0.0123 / 0.138
combinational: 1.52 / 0.0572 / 0.0670
clock: 0.104 / 0.0517 / 0.134
total: 2.17 / 0.121 / 0.338
layout make-up:
cell class                 instances  area, um2  area share, %
clock buffer                       5      125.1          2.336
clock inverter                     3      90.09          1.682
inverter                          39      146.4          2.733
multi-input combinational        175       1269          23.69
sequential                        40       1002          18.71
tap                              265      331.6          6.190
timing repair buffer             241       2392          44.66
how the worst max path moves through the flow:
stage / start / to / slack (ns) / depth (start not counted)
4_1_cts: m_a_valid / o_packet[35] / 5.44 / 6
5_1_grt: m_a_valid / o_packet[55] / 5.32 / 6
6_report: m_a_valid / o_packet[57] / 5.51 / 6
critical path, cell delays in order:
cell and delay (ns):
clkdlybuf4s50_1 0.70, nand3_1 0.15, inv_1 0.07, buf_4 0.39, and2_1 0.21, clkdlybuf4s50_1 0.50
cell usage in the layout, fill, tap and decap left out, drive strengths merged, types with 2 or more instances in the layout:
master / n
a21oi: 4
o21ai: 4
a211oi: 34
inv: 39
dfrtp: 39
ha: 4
and2: 64
clkdlybuf4s50: 234
conb: 5
nand2: 4
nor2: 32
buf: 7
nor3b: 3
clkbuf: 5
bufinv: 3
and3b: 3
nand3: 2
metrics by stage:
stage               cell area (um2)  setup WS, ns  util [%]
finish                         5356         5.510     27.43
floorplan                      2591         6.670         -
global placement               5141         5.445     26.33
global route                   5356         5.321     27.43
CTS                            5356         5.435     27.43
detailed placement             5141         5.434     26.33
flip-flops by register name, indices dropped and copies added, names as in the netlist:
signal and cells:
o_push_request 1, o_read_request 35, cnt 4
layer usage:
layer  track usage (%)  share of wire (%)  vias up
met4            0.4963               0.51        0
met1             10.61                 40     1228
met3             5.705                 15        4
met5                 0                  0        -
met2             14.72                 44      182
li1                  -                  -     1326
kinds of logic after synthesis:
family | share of synthesized area [%]
and+or+nand+nor | 24.53
AOI/OAI and AO/OA | 20.35
xor gates and xnor gates | 0.6801
other | 0.1456
muxes | 0.3886
adders and majority gates | 1.943
DFF | 38.90
buffers and inverters | 13.06
Power figures rest on the tool's default switching activity, not on a simulated workload.
